--- flow/constraint.sdc ---
current_design mux4to1

set clk_period 1.5
set clk_io_pct 0.2

create_clock -name clk0 -period $clk_period

set non_clock_inputs [all_inputs -no_clocks]
set_input_delay [expr $clk_period * $clk_io_pct] -clock clk0 $non_clock_inputs
set_output_delay [expr $clk_period * $clk_io_pct] -clock clk0 [all_outputs]
--- flow/design.v ---
module alu (
  input [31:0] dInA,
  input [31:0] dInB,
  input [3:0]  ALUOp,
  output reg [31:0] dOut
);
wire [4:0] shamt;
assign shamt = dInA[4:0];
always @(ALUOp, dInA, dInB) begin
  case (ALUOp)
    4'd1: dOut = dInA + dInB;
    4'd2: dOut = dInA - dInB;
    4'd3 : dOut = dInA | dInB;
    4'd4: dOut = dInA & dInB;
    4'd5: dOut = ~(dInA | dInB);
    4'd6: dOut = dInA ^ dInB;
    4'd7: dOut = $signed(dInA) < $signed(dInB) ? 32'd1 : 32'd0;
    4'd8: dOut = $unsigned(dInA) < $unsigned(dInB) ? 32'd1 : 32'd0;
    4'd9: dOut = dInB << shamt;
    4'd10: dOut = dInB >> shamt;
    4'd11: dOut = $signed(dInB) >>> shamt;
    4'd12: dOut = {dInB[15:0], 16'd0};
    default: dOut = 32'b0;
  endcase
end
endmodule
module comparator(
    input [2:0] CMPOp,
    input [31:0] dInA,  
    input [31:0] dInB,  
    output reg dOut
);
always @(CMPOp, dInA, dInB) begin
    case (CMPOp)
        3'd1: if (dInA == dInB) dOut = 1'b1; else dOut = 1'b0;
        3'd2: if (dInA != dInB) dOut = 1'b1; else dOut = 1'b0;
        3'd3: if (dInA[31]) dOut = 1'b1; else dOut = 1'b0;
        3'd5: if ($signed(dInA) <= $signed(32'b0)) dOut = 1'b1; else dOut = 1'b0;
        3'd6: if ($signed(dInA) >  $signed(32'b0)) dOut = 1'b1; else dOut = 1'b0;
        3'd4: if (dInA[31] == 1'b0) dOut = 1'b1; else dOut = 1'b0;
        default: dOut = 1'b0;
    endcase
end
endmodule
module extender (
  input [15:0] dIn,
  input SZ,  
  output [31:0] dOut
);
assign dOut = SZ ? {{16{dIn[15]}}, dIn} : {16'b0, dIn};
endmodule
module mux2to1 (A, B, sel, dOut);
parameter n = 32;
input wire [n-1: 0] A, B;
input wire sel;
output wire [n-1: 0] dOut;
  assign dOut = (sel == 0) ? A : B;
endmodule
module mux3to1 (A, B, C, sel, dOut);
parameter n = 32;
input wire [n-1: 0] A, B, C;
input wire [1:0]sel;
output reg [n-1: 0] dOut;
always @(A, B, C, sel)
  case(sel)
    2'b00: dOut = A;
    2'b01: dOut = B;
    2'b10: dOut = C;
    default: dOut = 0;
  endcase
endmodule
module mux4to1 (A, B, C, D, sel, dOut);
parameter n = 32;
input wire [n-1: 0] A, B, C, D;
input wire [1:0] sel;
output reg [n-1: 0] dOut;
always @(A, B, C, sel)
  case(sel)
    2'b00: dOut = A;
    2'b01: dOut = B;
    2'b10: dOut = C;
    2'b11: dOut = D;
  endcase
endmodule
module adder(
    input wire [31:0] dInA,
    input wire [31:0] dInB,
    output wire [31:0] dOut
);
assign dOut = dInA + dInB;
endmodule
module jmpAdder (
    input wire [25:0] dInAddr,
    input wire [31:0] dInPC,
    output wire [31:0] dOut
);
assign dOut = {dInPC[31:28], dInAddr, 2'b00};
endmodule
module memExtender (
    input [31:0] dIn,
    input [1:0]  EXTOp,
    input [1:0] mode,
    output reg [31:0] dOut
);
always @(EXTOp, dIn, mode)
    if (EXTOp && mode == 2'b10) dOut = {{24{dIn[7]}}, dIn[7:0] };
    else if (EXTOp && mode == 2'b01) dOut = {{24{dIn[15]}}, dIn[15:0]};
    else dOut = dIn;
endmodule
--- flow/run.sh ---
#!/bin/bash
# OpenROAD 26Q1-2900-gdf79404cd8, Yosys 0.63+post, stock flow scripts
make -C /OpenROAD-flow-scripts/flow DESIGN_CONFIG=/design/flow/config.mk WORK_HOME=/design/flow/orfs finish
--- flow/config.mk ---
export PLATFORM = sky130hd
export DESIGN_NAME = mux4to1
export DESIGN_NICKNAME = mux4to1
export VERILOG_FILES = /design/flow/design.v
export SDC_FILE = /design/flow/constraint.sdc
export NUM_CORES = 4
export LEC_CHECK = 1
export CORE_AREA = 10 10 95 95
export DIE_AREA = 0 0 105 105
==> results.py <==
# Metrics from the implementation run
metrics = {
    "floorplanning": {
        "boundaryPins": 162,
        "rows": 30,
        "dieArea_um2": 11000,
        "dieHeight_um": 105,
        "initCoreUtil_pct": 11.8,
        "die_x_um": 105,
        "core_area_um2": 6910,
    },
    "layout": {
        "instances_no_fill": 304,
        "area_delta_synth_final_pct": 193,
        "finish.utilization_pct": 34.5,
        "num-fill-cells": 751,
        "flops": 0,
        "seq_area_um2": 0,
        "drive_gt1_share_pct": 38.2,
        "finalInstanceArea_um2": 2390,
        "nClkBuffers": 0,
    },
    "critical_path": {
        "cp.arrival_ns": 1.26,
        "cp_top_family": "multiplexers",
        "start_kind": "primary input",
        "critPathBufInv": 4,
        "crit_fanout": 5,
        "cp-end-kind": "primary output",
        "slowest_delay_ns": 0.49,
        "crit_path_frequent_cell": "buf_12",
        "critPathKind": "primary input to primary output",
        "crit_path_cell_trace": "buf_12, buf_12, clkbuf_16, mux4_2, buf_2",
        "slowest_stage": "mux4_2",
        "worstPathRequired_ns": 1.20,
    },
    "timing": {
        "fin_crit_sh_pct": 104,
        "final-hold-violation-count": 0,
        "worst_slack_ns": -0.0585,
        "fin_crit_ns": 1.56,
        "rsz0062_at_grt": "true",
        "setup_viol": 19,
        "worst_hold_slack_ns": 1.08,
        "fmax_ghz": 0.642,
        "worst_pin_slew_ns": 0.159,
        "slew_headroom_pct": 89.5,
        "maxSlewViolCount": 0,
    },
    "routing": {
        "route.met2.wl_mm": 3.55,
        "initialDrtViolationCount": 22,
        "postRouteWirelength_mm": 6.88,
        "postRouteAntennaNets": 0,
        "drcViolationCount": 0,
        "wl_met3_um": 667,
        "vias": 1205,
        "wl_met1_mm": 2.66,
        "viasPerCell": 3.96,
        "highest_layer": "met3",
        "dr.pass1.iters": 3,
        "wl_per_cell_um": 22.6,
    },
    "power": {
        "power.density_nw_per_um2": 246,
        "leakage_uw": 0.00113,
        "vdd_drop_max_uv": 128,
    },
    "global_route": {
        "grt_pass1_vias": 1517,
        "grt_max_degree": 17,
        "grt_antenna_before_repair": 1,
        "track_usage_pct": 11.9,
        "grt_pass1_wl_mm": 10.1,
        "overflow": 0,
    },
    "worst_hold_path": {
        "whs_path_depth": 3,
        "min_to": "dOut[24]",
        "hold_path_class": "primary input to primary output",
        "min-delay-start": "A[24]",
    },
    "clocking": {
        "cts_hold_buf": 0,
    },
    "synth": {
        "yosysUniqueCellTypes": 5,
        "synthTopCellsByCount": "30 x mux4_2, 3 x buf_12, 3 x buf_2",
        "top_area_cell": "mux4_2",
        "syn_area_per_cell_um2": 20.9,
        "area_leaders": "mux4_2 83%, buf_12 7.4%, mux4_1 6.5%",
        "most_common_cell": "mux4_2",
        "ys_warn_count": 1,
        "ys_seq_share_pct": 0,
        "ys_cells": 39,
        "syn_inst": 39,
        "syn-cell-area_um2": 815,
        "yosys_area_um2": 815,
        "top_area_share_pct": 82.9,
    },
    "run_status": {
        "violations": "negative setup slack",
        "status": "finished with violations",
    },
    "placement": {
        "dp.cells": 293,
        "placed_area_um2": 2520,
        "routabilityCongestion": 0.839,
        "hpwl_mm": 6.16,
        "portBuffers": 162,
    },
    "flow_run": {
        "warnings": 34,
        "cap_violations": 0,
    },
}
==> stage by stage <==
stage                     total power [µW]  worst slack [ns]  setup TNS, ns
after detailed placement               745            -0.643         -19.27
after CTS                              590           -0.0849         -0.670
after global routing                   636           -0.0979          -1.57
final                                  587           -0.0585         -0.764
after global placement                 742            -0.645         -19.22
after floorplan                        189             0.183              0
==> cell families (layout without fill, tap and decap cells) <==
| family | Yosys count | after routing | synth area share [%] |
|---|---|---|---|
| buffers and inverters | 7 | 175 | 10.6 |
| multiplexers | 32 | 32 | 89.4 |
| other | 0 | 1 | 0 |
==> cells in the final DEF, fill, tap and decap left out <==
master,instances
diode_2,1
buf_16,2
clkbuf_16,1
buf_12,5
buf_8,1
buf_6,5
mux4_2,32
buf_2,31
buf_4,2
dlygate4sd2_1,128
==> metal layers <==
metal	track usage, %	vias to the layer above
met5	0	-
met4	0	0
met2	21.4	92
met3	4.53	0
li1	-	544
met1	14.0	569
==> repair_timing <==
action / CTS / global route
setup endpoints to repair: 32 / 26
resized: 251 / 0
setup buffers: 6 / 1
gates cloned: 2 / 1
==> worst max path at each step <==
stage,from,end,slack (ns),cells after the start
global route,sel[0],dOut[26],-0.1,5
finish,sel[0],dOut[7],-0.06,5
CTS,sel[0],dOut[26],-0.08,5
==> power breakdown <==
part / switching [µW] / internal [µW] / leakage, µW
sequential: 0 / 0 / 0
combinational: 163 / 424 / 0.00113
clock: 0 / 0.0000891 / 0.00000000634
total: 163 / 424 / 0.00113
==> cell type report <==
type                            count  area, µm²  area share (%)
Timing Repair Buffer              175       1540            64.7
Multi-Input combinational cell     32        721            30.2
Tap cell                           96        120            5.03
Antenna cell                        1       2.50           0.105
Power and IR drop assume default switching activity.
